### /design/flow/config.mk
export PLATFORM = sky130hd
export DESIGN_NAME = display
export DESIGN_NICKNAME = display
export VERILOG_FILES = /design/flow/design.v
export SDC_FILE = /design/flow/constraint.sdc
export NUM_CORES = 4
export LEC_CHECK = 1
export CORE_AREA = 10 10 78 78
export DIE_AREA = 0 0 88 88
### /design/flow/constraint.sdc
current_design display

set clk_period 3.2
set clk_io_pct 0.2

create_clock -name clk0 -period $clk_period [get_ports {clk}]

set non_clock_inputs [all_inputs -no_clocks]
set_input_delay [expr $clk_period * $clk_io_pct] -clock clk0 $non_clock_inputs
set_output_delay [expr $clk_period * $clk_io_pct] -clock clk0 [all_outputs]
### /design/flow/design.v
module display(
    input wire clk,           
    input wire reset,         
    input wire [31:0] data,   
    output reg [6:0] seg,     
    output reg [3:0] an       
);
    reg [3:0] digit;
    reg [1:0] digit_select;
    always @(posedge clk or posedge reset) begin
        if (reset) begin
            digit_select <= 0;
        end else begin
            digit_select <= digit_select + 1;
        end
    end
    always @(posedge clk or posedge reset) begin
        if (reset) begin
            an <= 4'b1111;
        end else begin
            case (digit_select)
                2'b00: an <= 4'b1110;
                2'b01: an <= 4'b1101;
                2'b10: an <= 4'b1011;
                2'b11: an <= 4'b0111;
            endcase
        end
    end
    always @(*) begin
        case (digit_select)
            2'b00: digit = data[3:0];
            2'b01: digit = data[7:4];
            2'b10: digit = data[11:8];
            2'b11: digit = data[15:12];
        endcase
    end
    always @(*) begin
        case (digit)
            4'h0: seg = 7'b1000000;
            4'h1: seg = 7'b1111001;
            4'h2: seg = 7'b0100100;
            4'h3: seg = 7'b0110000;
            4'h4: seg = 7'b0011001;
            4'h5: seg = 7'b0010010;
            4'h6: seg = 7'b0000010;
            4'h7: seg = 7'b1111000;
            4'h8: seg = 7'b0000000;
            4'h9: seg = 7'b0010000;
            4'hA: seg = 7'b0001000;
            4'hB: seg = 7'b0000011;
            4'hC: seg = 7'b1000110;
            4'hD: seg = 7'b0100001;
            4'hE: seg = 7'b0000110;
            4'hF: seg = 7'b0001110;
            default: seg = 7'b1111111;
        endcase
    end
endmodule
### /design/flow/run.sh
#!/bin/bash
# OpenROAD 26Q1-2900-gdf79404cd8, Yosys 0.63+post, stock flow scripts
make -C /OpenROAD-flow-scripts/flow DESIGN_CONFIG=/design/flow/config.mk WORK_HOME=/design/flow/orfs finish
==> flow_summary.json <==
{
  "status": "complete, no violations",
  "ant_nets": 0,
  "first_iter_violations": 33,
  "synth_cell_types": 22,
  "avgRoutedWirePerCell_um": 11.45,
  "crit_path_end_kind": "primary output",
  "pwr_density_cell_nw_per_um2": 248.9,
  "setup_viol": 0,
  "hold_viol_final": 0,
  "syn_area_per_cell_um2": 9.667,
  "setup_tns_ns": 0,
  "finalPower_uw": 272.9,
  "fp.dieH_um": 88,
  "antenna_cells": 0,
  "dp.cells": 152,
  "critPathMaxFanout": 4,
  "p_leak_uw": 0.0005170,
  "log.warning_count": 49,
  "relSlewSlack_pct": 74.06,
  "numClockSinks": 6,
  "row_count": 24,
  "path_clk_slew_ns": 0.04,
  "worstPathRequired_ns": 2.56,
  "die_width_um": 88,
  "hold-path-cell-count": 1,
  "io_pins": 45,
  "grt_max_degree": 8,
  "synth_seq_share_pct": 25.89,
  "crit_arrival_ns": 2.48,
  "synth_flop_count": 6,
  "max_cap_viol_count": 0,
  "fin_skew_ns": 0.004789,
  "fill_cells": 448,
  "grt_overflow": 0,
  "yosysCellCount": 62,
  "hold_buffers": 0,
  "r2r_setup_slack_ns": 2.28,
  "syn_area_um2": 599.3,
  "clock_path_buffers": 2,
  "area_delta_synth_final_pct": 82.88,
  "synth_cells": 62,
  "r2r_start": "digit_select[0]",
  "core_um2": 4414,
  "die_area_um2": 7744,
  "cts_tree": "yes",
  "grt_pass1_vias": 636,
  "vdd_drop_max_v": 0.00009598,
  "firstDrtPassIters": 4,
  "cp-start-kind": "input pin",
  "cts_buffers": 3,
  "whs_ns": 0.5040,
  "hold_path.class": "flop to flop",
  "post-dp-hpwl_um": 1497,
  "via_per_inst": 3.811,
  "layout.cells.non_filler": 159,
  "worstSetupPathType": "input pin to primary output",
  "clk-insertion-delay-late_ns": 0.22,
  "yosysWarnings": 1,
  "finalClockPeriodUsage_pct": 97.46,
  "slew_violations": 0,
  "min_from": "digit_select[0]",
  "vias": 606,
  "antenna_found_initial": 0,
  "layout-drive-gt1-share_pct": 31.78,
  "timing.rr.end": "an[2]",
  "place_congestion": 0.8120,
  "htreeDepth": 1,
  "min_to": "digit_select[0]",
  "min_period_ns": 3.119,
  "ff2ff_path_depth": 3,
  "fmax_ghz": 0.3207,
  "final_core_util_pct": 24.83,
  "clockRootBuffer": "clkbuf_8",
  "worstMarginPinSlew_ns": 0.3891,
  "grt_usage_pct": 4.576,
  "port_buffers": 28,
  "yosys-stat-area_um2": 599.3,
  "drt_wl_total_um": 1820,
  "grt_pass1_wl_um": 2939,
  "drc": 0,
  "initial_core_util_pct": 13.58
}
report_power, final:
group	switching (uW)	leakage (uW)	internal, uW
Combinational	27.1	0.000423	51.9
Clock	31.7	0.0000228	85.6
Sequential	0	0.0000709	76.5
synthesized netlist by cell type (all sizes together):
library cell,instances,area (um^2)
a21oi,1,8.760
a221o,1,10.01
a222oi,3,30.03
a22oi,1,7.510
and3,1,7.510
buf,1,11.26
dfrtp,2,50.05
dfstp,4,105.1
ha,10,125.1
inv,13,48.79
mux2,2,26.27
mux2i,9,90.09
nand2,4,15.01
nor2,1,3.750
nor2b,1,6.260
o21ai,1,5.000
o22ai,4,25.02
or2,1,8.760
or3,1,6.260
xnor2,1,8.760
per-layer routing:
layer | vias to the layer above | share of wire (%) | track usage (%)
met5 | - | 0 | 0
met4 | 0 | 1.0 | 1.159
met3 | 2 | 8.5 | 1.684
met2 | 14 | 49 | 8.069
met1 | 285 | 41 | 5.061
li1 | 305 | - | -
layout by cell type, fill, tap and decap left out, drive strengths merged, types with 3 or more instances in the layout:
| cell type | n |
|---|---|
| clkbuf | 5 |
| clkdlybuf4s50 | 21 |
| dlygate4sd2 | 5 |
| ha | 10 |
| dfstp | 4 |
| nand2 | 4 |
| buf | 14 |
| inv | 13 |
| o22ai | 4 |
| a222oi | 3 |
| mux2i | 9 |
sequential cells by signal (all words and copies together), names as in the netlist:
| register | cells |
|---|---|
| an | 4 |
| digit_select | 2 |
worst max path at each step:
stage	startpoint	end	slack (ns)	cells after the start
after CTS	data[13]	seg[1]	0.004	9
after global routing	data[8]	seg[3]	-0.001	9
final	data[8]	seg[0]	0.08	8
metrics by stage:
| step | cell area, um^2 | setup WS (ns) |
|---|---|---|
| after floorplan | 599.3 | 0.6214 |
| after CTS | 1082 | 0.004008 |
| after detailed placement | 1016 | -0.1953 |
| final | 1096 | 0.08140 |
| after global routing | 1096 | -0.001176 |
| after global placement | 1016 | -0.1934 |
kinds of logic after synthesis:
group                      after synthesis  synth area share (%)
buffers and inverters                   14                 10.02
AOI/OAI and AO/OA                       11                 14.40
DFF                                      6                 25.89
and+or+nand+nor                          9                 7.934
xor gates and xnor gates                 1                 1.462
muxes                                   11                 19.42
adders and majority gates               10                 20.88
worst max-delay path, stage by stage:
cell             delay (ns)
clkdlybuf4s50_1        0.46
a222oi_1               0.09
mux2_4                 0.31
buf_4                  0.15
ha_2                   0.17
buf_4                  0.12
a221o_1                0.29
dlygate4sd2_1          0.23
what timing repair did:
action,in CTS,in global routing
pin swaps,5,3
resized,12,6
endpoints found under the setup margin,7,6
buffers inserted,2,2
final cells by class:
cell class | count | area [um^2] | share of cell area, %
repair buffers | 42 | 376.6 | 34.36
inverters | 13 | 51.30 | 4.680
well taps | 52 | 65.06 | 5.936
clock buffers | 4 | 45.04 | 4.110
flip-flops and latches | 6 | 155.1 | 14.16
multi-input cells | 42 | 402.9 | 36.76
Power figures rest on the tool's default switching activity, not on a simulated workload.
